## ./design.v

```verilog
module fifo
  #(
  parameter DEPTH=8,
  parameter BITS=64
  )
  (
  input clk,rst_n,en,
  input [BITS-1:0] d,
  output [BITS-1:0] q
  );
 logic [BITS-1:0] buffer [DEPTH-1:0];
 integer i;
 always_ff @ (posedge clk or negedge rst_n) begin
	  if (!rst_n) begin
		  for (i = 0; i < DEPTH; i = i + 1) begin
			  buffer[i] <= 0;
		  end
	  end
	  else if(en) begin
	  	  buffer[0] <= d;
		  for(i = 0; i < DEPTH - 1; i = i + 1) begin
			  buffer[i+1] <= buffer[i];
	 	  end
	end
end
assign q = buffer[DEPTH - 1];
endmodule  
```

## ./run.sh

```bash
#!/bin/bash
# OpenROAD 26Q1-2900-gdf79404cd8, Yosys 0.63+post, stock flow scripts
make -C /OpenROAD-flow-scripts/flow DESIGN_CONFIG=/design/flow/config.mk WORK_HOME=/design/flow/orfs finish
```

## ./config.mk

```make
export PLATFORM = sky130hd
export DESIGN_NAME = fifo
export DESIGN_NICKNAME = fifo
export VERILOG_FILES = /design/flow/design.v
export SDC_FILE = /design/flow/constraint.sdc
export NUM_CORES = 4
export LEC_CHECK = 1
export CORE_UTILIZATION = 50
```

## ./constraint.sdc

```tcl
current_design fifo

set clk_period 1.0
set clk_io_pct 0.2

create_clock -name clk0 -period $clk_period [get_ports {clk}]

set non_clock_inputs [all_inputs -no_clocks]
set_input_delay [expr $clk_period * $clk_io_pct] -clock clk0 $non_clock_inputs
set_output_delay [expr $clk_period * $clk_io_pct] -clock clk0 [all_outputs]
```

==> flow_metrics.env <==
# physical design summary
export IMPL_outcome="finished, violations left"
export IMPL_violations_in_the_final_reports="negative setup slack"
export IMPL_post_synth_num_cell_types=5
export IMPL_detailedPlace_worstSlack_ns=-0.179
export IMPL_start_kind="flip-flop"
export IMPL_max_cap_violations=0
export IMPL_finalSetupViolCount=64
export IMPL_syn_mean_instance_area_sq_um=17.8
export IMPL_place_hpwl_um=17500
export IMPL_clkSlewWorstSetupHoldPaths_ns=0.06
export IMPL_die_w_um=198
export IMPL_holdWs_ns=0.0318
export IMPL_dpl_cell_area_sq_um=21300
export IMPL_flop_to_flop_setup_slack_ns=0
export IMPL_count_of_pins_on_the_block_boundary=131
export IMPL_netlist_top_cells_area="sky130_fd_sc_hd__dfrtp_1 (67%), sky130_fd_sc_hd__mux2_2 (30%), sky130_fd_sc_hd__buf_6 (2.7%)"
export IMPL_finalCritPeriodShare_pct=130
export IMPL_cts_htree_levels=2
export IMPL_ys_seq_elements=512
export IMPL_slowest_cell_on_crit_path="sky130_fd_sc_hd__dfrtp_1"
export IMPL_final_hold_vio_count=0
export IMPL_number_of_antenna_violations_at_the_first_check_in_global_routing=1
export IMPL_synth_yosys_warnings=2
export IMPL_input_output_buffers=130
export IMPL_finish_instance_area_sq_um=23200
export IMPL_dr_pass1_iters=4
export IMPL_synth_cells=1081
export IMPL_totalWireLength_um=28500
export IMPL_critical_path_class="reg -> out"
export IMPL_grt_pass1_vias=9441
export IMPL_largest_register_ffs=512
export IMPL_via_count=9171
export IMPL_path_depth=1
export IMPL_max_vdd_ir_drop_mv=1.58
export IMPL_setup_slack_ns=-0.297
export IMPL_timing_max_transition_violations_final=0
export IMPL_area_of_the_chip_sq_um=39200
export IMPL_route_antenna_remaining_nets=0
export IMPL_drc_violations_left=0
export IMPL_worstHoldPathType="in -> async"
export IMPL_ys_seq_share_pct=66.7
export IMPL_unrepaired_setup_endpoints_after_global_routing="yes"
export IMPL_grt_util_all_layers_pct=16.4
export IMPL_sequential_cell_area_sq_um=12800
export IMPL_coreArea_sq_um=37800
export IMPL_critical_path_startpoint="buffer[7][49]"
export IMPL_initial_utilization_pct=50.9
export IMPL_floorplan_die_height_um=198
export IMPL_cts_num_sinks=512
export IMPL_cp_buffers_inverters=1
export IMPL_routabilityCongestion=0.719
export IMPL_critical_path_peak_fanout=2
export IMPL_antennaDiodeCount=0
export IMPL_overflow=0
export IMPL_critical_path_arrival_ns=1.10
export IMPL_max_stage_delay_on_crit_path_ns=0.39
export IMPL_critical_path_endpoint="q[49]"
export IMPL_min_period_ns=1.30
export IMPL_worst_r2r_path_depth=3
export IMPL_multiInputGateArea_sq_um=5770
export IMPL_capture_instance_of_the_worst_register_to_register_path="buffer[7][46]"
export IMPL_biggest_register="buffer"
export IMPL_tritoncts_num_buffers=52
export IMPL_power_density_nw_per_um2=2470
export IMPL_synthesis_area_sq_um=19200
export IMPL_ys_chip_area_sq_um=19200
export IMPL_yosys_area_top_type_share_pct=66.7
export IMPL_log_warning_count=28
export IMPL_cts_root_buf="sky130_fd_sc_hd__clkbuf_16"
export IMPL_r2r_start="buffer[7][46]"
export IMPL_initialDrtViolationCount=199
export IMPL_cpLargestDelayFamily="flip-flops"
export IMPL_grt_first_pass_wirelength_um=48800
export IMPL_grt_max_degree=84
export IMPL_ys_cells=1081
export IMPL_vias_per_cell=4.93
export IMPL_leakagePower_uw=0.0102
export IMPL_top_area_cell="sky130_fd_sc_hd__dfrtp_1"
export IMPL_finalClockSkew_ns=0.0153
export IMPL_path_cells="buf_2"
export IMPL_cp_data_required_time_ns=0.80
export IMPL_max_freq_ghz=0.771
export IMPL_rows=71
export IMPL_area_growth_pct=20.6
export IMPL_routedWlPerCell_um=15.3
export IMPL_timing_worst_slew_pin_value_ns=0.657
export IMPL_clockBufferDepth=3
export IMPL_share_of_final_layout_standard_cells_stronger_than_drive_strength_1_pct=55.6
export IMPL_clock_latency_late_pin_ns=0.58
export IMPL_fin_tns_setup_ns=-17.10
export IMPL_setup_worst_path_end_class="output pin"
export IMPL_largest_registers_in_the_final_layout="buffer (512)"
export IMPL_fillCellCount=2865
export IMPL_worst_slew_margin_rel_pct=56.2
export IMPL_postLayoutCoreUtil_pct=61.4
export IMPL_clock_tree_from_tritoncts="yes"
logic make-up after synthesis:
kind of cell	after synthesis	synth area share [%]
buf+inv	57	3.35
mux	512	30.0
flops	512	66.7
layout make-up:
cell class	count	share of cell area, %
repair buffers	230	9.43
well taps	511	2.76
clock buffers	77	6.54
multi-input cells	512	24.9
flip-flops and latches	512	55.3
clock inverters	18	1.07
stage by stage:
stage | std cells | total power (uW)
global placement | 1725 | 38000
global route | 1860 | 60500
detailed placement | 1725 | 38400
finish | 1860 | 57200
floorplan | 1081 | 33800
CTS | 1852 | 58000
cells in the final DEF (no fill, tap or decap):
| cell type | n |
|---|---|
| sky130_fd_sc_hd__buf_12 | 30 |
| sky130_fd_sc_hd__buf_2 | 62 |
| sky130_fd_sc_hd__buf_4 | 57 |
| sky130_fd_sc_hd__buf_6 | 5 |
| sky130_fd_sc_hd__buf_8 | 2 |
| sky130_fd_sc_hd__bufinv_16 | 6 |
| sky130_fd_sc_hd__clkbuf_1 | 14 |
| sky130_fd_sc_hd__clkbuf_16 | 54 |
| sky130_fd_sc_hd__clkbuf_8 | 10 |
| sky130_fd_sc_hd__clkdlybuf4s50_1 | 64 |
| sky130_fd_sc_hd__clkinv_2 | 10 |
| sky130_fd_sc_hd__dfrtp_1 | 512 |
| sky130_fd_sc_hd__dlygate4sd3_1 | 7 |
| sky130_fd_sc_hd__dlymetal6s4s_1 | 2 |
| sky130_fd_sc_hd__inv_6 | 2 |
| sky130_fd_sc_hd__mux2_2 | 510 |
| sky130_fd_sc_hd__mux2_4 | 2 |
Yosys cell counts:
cell type / count
sky130_fd_sc_hd__buf_6: 46
sky130_fd_sc_hd__dfrtp_1: 512
sky130_fd_sc_hd__buf_2: 3
sky130_fd_sc_hd__mux2_2: 512
sky130_fd_sc_hd__clkbuf_8: 8
worst reg2reg max path, stage by stage, from the launching register on:
cell and delay (ns):
sky130_fd_sc_hd__dfrtp_1 0.39, sky130_fd_sc_hd__buf_4 0.14, sky130_fd_sc_hd__buf_4 0.11, sky130_fd_sc_hd__mux2_2 0.25
how the worst min path moves through the flow:
| stage | startpoint | to | slack (ns) | cells past startpoint |
|---|---|---|---|---|
| 4_1_cts | rst_n | buffer[4][50] | 0.006 | 6 |
| 5_1_grt | rst_n | buffer[4][50] | 0.02 | 6 |
| 6_report | rst_n | buffer[0][29] | 0.03 | 6 |
metal layers:
layer | routed length (um) | track usage (%)
met4 | 668 | 3.36
met5 | 12 | 0
met1 | 13600 | 27.9
met2 | 12800 | 23.1
met3 | 1430 | 3.91
where the power goes:
part | leakage (uW) | switching (uW) | internal (uW) | total (uW)
clock network | 0.000875 | 7690 | 12000 | 19700
registers | 0.00605 | 2610 | 26300 | 28900
logic | 0.00324 | 2490 | 6180 | 8670
what timing repair did:
action,4_1_cts,5_1_grt
hold buffers,3,0
gates resized,208,7
gates cloned,0,1
hold endpoints to repair,512,0
pin swaps,0,0
buffers inserted,19,9
setup endpoints to repair,64,304
Power figures rest on the tool's default switching activity, not on a simulated workload.
